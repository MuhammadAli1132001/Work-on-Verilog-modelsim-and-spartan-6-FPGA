==> flow/design.v <==
module BCD (CLOCK, CLR, Q);
	input CLOCK, CLR;  
	output [3:0] Q;  
	reg [3:0] Q;
	always @(negedge CLOCK)	
		if (CLR | Q==4'd9)  
			Q <= 4'd0;
		else
			Q <= Q + 1;
endmodule
module three_BCD (CLOCK, CLR, BCDu, BCDt, BCDh);
	input CLOCK, CLR;
	output [3:0] BCDu, BCDt, BCDh;  
	BCD bcdu (CLOCK, CLR, BCDu[3:0]);
	BCD bcdt (BCDu[3], CLR, BCDt[3:0]);
	BCD bcdh (BCDt[3], CLR, BCDh[3:0]);
endmodule
==> flow/run.sh <==
#!/bin/bash
# OpenROAD 26Q1-2900-gdf79404cd8, Yosys 0.63+post, stock flow scripts
make -C /OpenROAD-flow-scripts/flow DESIGN_CONFIG=/design/flow/config.mk WORK_HOME=/design/flow/orfs finish
==> flow/config.mk <==
export PLATFORM = sky130hd
export DESIGN_NAME = three_BCD
export DESIGN_NICKNAME = three_BCD
export VERILOG_FILES = /design/flow/design.v
export SDC_FILE = /design/flow/constraint.sdc
export NUM_CORES = 4
export LEC_CHECK = 1
export CORE_AREA = 10 10 70 70
export DIE_AREA = 0 0 80 80
==> flow/constraint.sdc <==
current_design three_BCD

set clk_period 1.8
set clk_io_pct 0.2

create_clock -name clk0 -period $clk_period [get_ports {CLOCK}]

set non_clock_inputs [all_inputs -no_clocks]
set_input_delay [expr $clk_period * $clk_io_pct] -clock clk0 $non_clock_inputs
set_output_delay [expr $clk_period * $clk_io_pct] -clock clk0 [all_outputs]
==> notes.md <==
The most used flip-flop cell is dfxtp_1. The pin closest to its max-slew limit shows a slew of 0.2054 ns. The die boundary width is 80 µm, and the worst path buffer plus inverter count is 1. After synthesis, the share of flip-flops with an asynchronous set or reset is 0%.

The post-route netlist has 23.26% of its cells at a drive strength greater than 1. Counting the buffers created by CTS gives 3. The tools report the worst min-delay path startpoint as bcdu.Q[0]. The leakage dissipation is 0.3299 nW, and the count of boundary I/O pins is 14. Sequential cells were found to cover 43.34% of the synthesized design area. Timing analysis after detailed placement gives a worst setup slack of -0.2746 ns. In the CTS report, the clock slew at the register clock pins of the worst setup and hold paths is listed as 0.03 ns.

Per the OpenROAD floorplan log, the area of the core is 3416 µm². For the final design utilization, the log shows 23.48%. The average footprint of a synthesized cell is 8.798 µm².

Number of iterations in the first detailed-routing pass: 4. The category of cells accounting for the largest share of critical-path delay was flip-flops. The final number of hold-violating endpoints came out at 0.

Logic depth along the worst register-to-register path is recorded as 5. End of the worst hold path: bcdu.Q[0]. With the arrival time at the worst endpoint at 1.60 ns, the number of library cell types mapped by synthesis is 20. The run finished, with violations left.

Yosys attributes the largest share of cell area to dfxtp_1, ha_1, nand2_1. For this design, Yosys synthesis ends with a cell count of 63. The flip-flop and latch count after synthesis works out to 12. For this design, the CTS-stage hold fixing added 0 buffers. The final weighted congestion recorded by global placement is 0.7124.

Adding up every negative setup slack in the final design gives -0.6105 ns. Sorting the synthesis cell report by count puts at the top dfxtp_1. In the setup report, the worst path falls into the class flop to output pin. Per the synthesis report, the single largest cell type by area occupies 43.34% of cell area. On the worst path, the slowest cell contributes a delay of 0.31 ns. The endpoint identified for the worst register-to-register timing path is bcdu.Q[3].

Summed over all layers, the routed wires come to 1206 µm. The post-synth count of flops with an enable pin is 0. Max-cap violations in this run came to 0. STA classifies the critical path startpoint as a flop. The final reports fail on setup timing. The logs give -0.1575 ns for the final setup slack of the worst path and 8 for the number of register pins that no clock reaches.

Relative to the synthesized area, the layout overhead comes to 44.70%. The tools report the number of antenna violations at the first check in global routing as 0. Sorting the synthesized cells by how often they occur yields dfxtp_1, ha_1, nand2_1, nor2_1. 16 endpoints have no timing constraint. Looking at the reg2reg group, the worst path starts from bcdu.Q[1]. Pins over their slew limit in the final report were tallied at 0. The number of routed nets with antenna violations was 0. Once detailed placement completed, the half-perimeter wirelength came to 999.6 µm. In the final run the clock tree shows a worst skew of 0.006557 ns. The OpenROAD report gives the critical path a required time of 1.44 ns. For this sky-water flow run, the detailed-routed wirelength per cell is reported as 9.136 µm. Clock tree synthesis selected as its root buffer the cell clkbuf_4. The largest buffer count on any clock path came out at 2.

The logs give 63 for the count of mapped cells out of synthesis and 6400 µm² for the total die size. The run gives 554.3 µm² for the yosys synthesis chip area. Once the floorplan was initialized, standard cells occupied 16.23% of the core. The first global-routing pass estimated 1890 µm of wire. For this run, the detailed router reports a per-instance via density of 3.795. Summing every instance area after synthesis gives 554.3 µm². The tools report the yosys synthesis warning count as 1. The cell sequence reported for the critical path is buf_2. The post-synthesis cell type with the largest combined area was dfxtp_1. The run gives 13 for the port buffer count. Entering global routing, the biggest net connects 8 pins. Hold analysis shows the worst path with a depth of 2. The type of the most critical hold path was flop to flop. Per the detail_route report, DRC violations left total 0.

The final-report setup violation count was 4; the worst-case hold slack was 0.5158 ns. Post-CTS repair ended up resizing 15 cells. The total congestion overflow is 0. The die boundary height was 80 µm; the clock latency on the worst-skew pair was 0.29 ns. Of all nets on the critical path, the largest fanout is 2. The tools report the overall track demand over capacity in global routing as 3.590%. STA classifies the critical path endpoint as an output pin. Checking max transition, the worst relative margin is 86.29%. The report lists the number of standard-cell rows as 21. The timing report shows that the slowest cell on the worst path is dfxtp_2.

The number of levels the H-tree was split into is 1. The total vias in the final route is 501, and the number of antenna diodes is 0. For this design the ratio of total power to cell area is 356.6 nW/µm². TritonCTS built the clock tree. The post-CTS setup buffer count is 0. Setup repair after global routing could not meet its margin everywhere.

The number of global-route vias before repair is 438. Maximum VDD drop: 0.3695 mV. The logs give 0.52 ns for the worst-case register-to-register setup slack and 29 for the starting DRC count in detailed routing. The number of warnings reported in the stage logs is 34.
cell families (layout without fill, tap and decap cells):
kind of cell	after synthesis	count (layout)	synth area share, %
AND-OR/OR-AND	7	7	7.449
adder cells (fa/ha/maj)	6	6	13.54
buffers and inverters	9	32	7.447
flip-flops	12	12	43.34
multiplexers	2	2	3.612
AND/OR/NAND/NOR	27	27	24.60
routing by layer:
layer  vias up  wire [µm]  track usage (%)
met4         0          0           0.5282
met3         0        162            2.841
met2        14        525            4.976
met5         -          0                0
li1        262          -                -
met1       225        518            4.336
cell type report:
| class | count | area (µm²) |
|---|---|---|
| Fill cell | 379 | 2614 |
| Multi-Input combinational cell | 42 | 279.0 |
| Inverter | 5 | 18.77 |
| Tap cell | 46 | 57.56 |
| Sequential cell | 12 | 244.0 |
| Timing Repair Buffer | 20 | 165.2 |
| Clock buffer | 3 | 22.52 |
| Clock inverter | 4 | 15.01 |
layout by cell type, fill, tap and decap left out:
| master | n |
|---|---|
| buf_4 | 7 |
| inv_1 | 7 |
| nor3_1 | 4 |
| or3_1 | 2 |
| dfxtp_2 | 3 |
| o21bai_1 | 1 |
| a31oi_2 | 1 |
| nand3b_1 | 1 |
| nand2b_1 | 1 |
| nand3_1 | 3 |
| dfxtp_1 | 9 |
| ha_1 | 6 |
| a21oi_1 | 3 |
| mux2i_1 | 2 |
| nand4_1 | 2 |
| a31oi_1 | 2 |
| dlymetal6s2s_1 | 1 |
| inv_2 | 2 |
| clkdlybuf4s50_1 | 8 |
| buf_2 | 4 |
| nor2_1 | 6 |
| nand2_1 | 6 |
| clkbuf_4 | 3 |
| nand4b_1 | 1 |
| or3b_1 | 1 |
flip-flops by register name, indices dropped and copies added (netlist names):
name,cells
bcdu.Q,4
bcdt.Q,4
bcdh.Q,4
per-stage QoR:
step | power, mW | area [µm²] | cells
final | 0.2860 | 802.0 | 132
after global routing | 0.3194 | 802.0 | 132
after CTS | 0.2942 | 793.3 | 132
after detailed placement | 0.1680 | 775.7 | 126
after global placement | 0.1668 | 775.7 | 126
after floorplan | 0.1362 | 554.3 | 63
worst max-delay path by stage:
stage | cells after the start | slack, ns | endpoint | start
final | 1 | -0.16 | BCDu[3] | bcdu.Q[3]
after CTS | 1 | -0.17 | BCDu[2] | bcdu.Q[2]
after global routing | 1 | -0.21 | BCDu[2] | bcdu.Q[2]
where the power goes:
part	switching [mW]	internal, mW	total [mW]
logic	0.0211	0.0244	0.0455
clock network	0.0541	0.0869	0.141
registers	0.00247	0.0969	0.0994
No activity file was given, so power comes from the tool's default toggle rates.
